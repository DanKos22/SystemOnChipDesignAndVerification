===== /design/flow/config.mk =====
export PLATFORM = sky130hd
export DESIGN_NAME = StopWatchTop
export DESIGN_NICKNAME = StopWatchTop
export VERILOG_FILES = /design/flow/design.v
export SDC_FILE = /design/flow/constraint.sdc
export NUM_CORES = 4
export LEC_CHECK = 1
export CORE_UTILIZATION = 30

===== /design/flow/constraint.sdc =====
current_design StopWatchTop

set clk_period 5.4
set clk_io_pct 0.2

create_clock -name clk0 -period $clk_period [get_ports {clk}]

set non_clock_inputs [all_inputs -no_clocks]
set_input_delay [expr $clk_period * $clk_io_pct] -clock clk0 $non_clock_inputs
set_output_delay [expr $clk_period * $clk_io_pct] -clock clk0 [all_outputs]

===== /design/flow/design.v =====
`timescale 1ns / 1ps
module DebounceFSM(
    input wire clk,
    input wire rst,
    input wire sw_in,
    output wire sw_out
    );
parameter IDLE = 0, READ = 1, DELAY = 2; 
reg[1:0] state, next_state;
reg sw_next, sw_reg;
reg[3:0] count, count_reg;
always @* begin
    case(state)
        IDLE: begin
            next_state = READ;
            sw_next = 1'b0;
        end
        READ: begin
            next_state = DELAY;
            count = 0;
            if(sw_in)
                sw_next = 1'b1;
            else
                sw_next = 1'b0;
        end
        DELAY: begin
            if(count_reg == 4'b1010) begin
                next_state = READ;
                count = 4'b0000;
            end 
            else begin
                next_state = DELAY;
                count = count_reg + 1; 
            end  
        end
        default: begin
            next_state = IDLE;
            count = 4'b0000;
            sw_next = 1'b0;
         end      
    endcase
end
always@ (posedge rst, posedge clk) begin
    if(rst) begin
        state <= IDLE;
        sw_reg <= 0;
        count_reg <= 4'b0000;
    end
    else begin
        state <= next_state;
        sw_reg <= sw_next;
        count_reg <= count;
    end
end
assign sw_out = sw_reg;
endmodule
`timescale 1ns / 1ps
module SSegDisplay(
   input  wire clk,
   input  wire rst,
   input  wire [3:0] d3, d2, d1, d0,
   output wire [3:0] an,
   output wire [7:0] sseg
   );
localparam N = 2;  
reg  [N-1:0] count_reg;
wire [N-1:0] count_next;
reg  [3:0]   d; 
reg  [3:0]   an_next, an_reg;
reg  [7:0]   sseg_next, sseg_reg;
assign count_next = count_reg + 1;
always @* begin
   case(count_reg[N-1:N-2])
       2'b00: begin   
           an_next = 4'b1110;
           d       = d0;
       end
       2'b01: begin   
           an_next = 4'b1101;
           d       = d1;
       end
       2'b10: begin   
           an_next = 4'b1011;
           d       = d2;
       end
       2'b11: begin   
           an_next = 4'b0111;
           d       = d3;
       end
       default: begin  
           an_next = 4'b1111;
           d       = 4'b0000;
       end
   endcase
end    
always @* begin
   case(d)
       4'h0: sseg_next[6:0] = 7'b1000000;  
       4'h1: sseg_next[6:0] = 7'b1111001;  
       4'h2: sseg_next[6:0] = 7'b0100100;  
       4'h3: sseg_next[6:0] = 7'b0110000;  
       4'h4: sseg_next[6:0] = 7'b0011001; 
       4'h5: sseg_next[6:0] = 7'b0010010; 
       4'h6: sseg_next[6:0] = 7'b0000010;
       4'h7: sseg_next[6:0] = 7'b1111000;
       4'h8: sseg_next[6:0] = 7'b0000000;  
       4'h9: sseg_next[6:0] = 7'b0010000;
       4'ha: sseg_next[6:0] = 7'b0001000;
       4'hb: sseg_next[6:0] = 7'b0000011;
       4'hc: sseg_next[6:0] = 7'b1000110;
       4'hd: sseg_next[6:0] = 7'b0100001;
       4'he: sseg_next[6:0] = 7'b0000110;
       4'hf: sseg_next[6:0] = 7'b0001110;  
       default: sseg_next[6:0] = 7'b1111111;  
   endcase
   sseg_next[7] = 1'b1;  
end
always @(posedge clk, posedge rst) begin
   if (rst)
   begin
       count_reg <= 0;
       sseg_reg  <= 0;
       an_reg    <= 0;
   end
   else
   begin
       count_reg <= count_next;
       sseg_reg  <= sseg_next;
       an_reg    <= an_next;
   end
end
assign sseg = sseg_reg;
assign an   = an_reg;               
endmodule
`timescale 1ns / 1ps
module StopWatchCounter(
    input wire clk, rst,
    input wire start_stop,
    output wire [3:0] d3, d2, d1, d0  
    );
localparam NUM_CLK_CYCLES = 10;   
reg [3:0] d3_reg, d2_reg, d1_reg, d0_reg;
reg [3:0] d3_next, d2_next, d1_next, d0_next;
reg [24:0] count_reg;
wire[24:0] count_next;
wire tick, go;
assign go = start_stop;
assign count_next = (rst || (count_reg == NUM_CLK_CYCLES && go)) ? 4'b0 : (go) ? count_reg + 1 : count_reg;
assign tick = (count_reg == NUM_CLK_CYCLES) ? 1'b1 : 1'b0;
always @* begin
    d0_next = d0_reg;
    d1_next = d1_reg;
    d2_next = d2_reg;
    d3_next = d3_reg;
    if (rst) begin
        d0_next = 4'b0000;
        d1_next = 4'b0000;
        d2_next = 4'b0000;
        d3_next = 4'b0000;
    end
    else begin
        if (tick) begin
            if (d0_reg != 9) begin             
                d0_next = d0_reg + 1;
            end
            else begin                         
                d0_next = 4'b0000;             
                if(d1_reg != 9) begin              
                    d1_next = d1_reg + 1;
                end               
                else begin                     
                    d1_next = 4'b0000;         
                    if(d2_reg != 9) begin          
                        d2_next = d2_reg + 1;
                    end
                    else begin                     
                        d2_next = 4'b0000;         
                    end
                end
            end
        end  
    end  
end
always @(posedge rst, posedge clk) begin
    if(rst) begin
        d3_reg <= 0;
        d2_reg <= 0;
        d1_reg <= 0;
        d0_reg <= 0;
    end
    else begin
        d3_reg <= d3_next;
        d2_reg <= d2_next;
        d1_reg <= d1_next;
        d0_reg <= d0_next;
    end
end
always @(posedge rst, posedge clk) begin
    if(rst)
       count_reg <= 0;
     else
       count_reg <= count_next;
 end
assign d0 = d0_reg;
assign d1 = d1_reg;
assign d2 = d2_reg;
assign d3 = d3_reg;
endmodule
`timescale 1ns / 1ps
module StopWatchTop(
   input wire clk,
   input wire rst, btn,
   output wire [3:0] an,
   output wire [6:0] sseg
   );
wire [3:0] d3, d2, d1, d0;
wire start_stop;
DebounceFSM i_DebounceFSM ( .clk(clk), .rst(rst), .sw_in(btn), .sw_out(start_stop) ); 
StopWatchCounter i_StopWatchCounter ( .clk(clk), .rst(rst), .start_stop(start_stop), .d3(d3), .d2(d2), .d1(d1), .d0(d0) ); 
SSegDisplay i_SSegDisplay (
   .clk(clk), .rst(rst), .d3(d3), .d2(d2), .d1(d1), .d0(d0), .an(an), .sseg(sseg) );
endmodule

===== /design/flow/run.sh =====
#!/bin/bash
# OpenROAD 26Q1-2900-gdf79404cd8, Yosys 0.63+post, stock flow scripts
make -C /OpenROAD-flow-scripts/flow DESIGN_CONFIG=/design/flow/config.mk WORK_HOME=/design/flow/orfs finish

==> flow_summary_export.csv <==
group,metric,value,unit
placement,globalplace.congestion,0.818,
grt,gr-total-overflow,0,
placement,dpl.cell_count,461,
timing,finalMaxSlewViolations,0,
routing,remaining_drc_errors,0,
power_and_ir_drop,internal-power,659,uW
yosys,syn-cell-area,3200,um^2
routing,vias,2372,
run,log.warning_count,37,
timing,fin_crit_sh,56.7,%
clock_tree,cts_buffer_depth,2,
power_and_ir_drop,pwr-share-comb,2.7,%
finish,final_cells,476,
yosys,synth_cell_types,55,
clock_tree,cts_tree,"yes",
run_status,status,"finished, final reports clean",
clock_tree,cts_buffers,9,
run,drv_cap,0,
clock_tree,cts_max_level,3,
grt,grt_usage,12.2,%
clock_tree,root_buffer,"clkbuf_8",
finish,n_fill_cell,1014,
critical_path,cp_cell_sequence,"clkdlybuf4s50_1, buf_4, o211ai_1, or4_4, or4_1, a21oi_1",
finish,largest_reg_flops,25,
critical_path,cpPeakStageDelay,650,ps
yosys,synth_top_flop_cell,"dfrtp_1",
floorplanning,fp-row-count,37,
power_and_ir_drop,power_density,229,nW/um^2
placement,dpl.hpwl,4040,um
clock_tree,postCtsHoldBufs,0,
critical_path,r2r_cells,6,
worst_hold_path,whs_path_depth,1,
floorplanning,dieArea,11100,um^2
finish,comb_area,1540,um^2
timing,max_slew_margin,51.5,%
floorplanning,core,10300,um^2
yosys,synth.avg_cell_area,9.98,um^2
timing,fin_worst_skew,6.49,ps
critical_path,cp.required,5650,ps
clock_tree,postCtsSetupBuffers,0,
timing,worst_slew_pin_slew,720,ps
grt,grt_pass1_wl,10800,um
floorplanning,die_w,105,um
routing,num_antenna_cells,0,
critical_path,timing.critical_path.buf_inv,2,
timing,tns,0,ps
yosys,yosysTopAreaCell,"dfrtp_1",
timing,hold_viol,0,
power_and_ir_drop,power_switching,179,uW
grt,grt_max_degree,35,
yosys,synthCells,321,
yosys,yosysChipArea,3200,um^2
critical_path,worstPathArrival,3310,ps
critical_path,crit_path_end_kind,"register",
timing,fmax,0.327,GHz
routing,firstDrtPassIters,4,
power_and_ir_drop,p_leak,0.00156,uW
routing,finalWirelength,5940,um
yosys,synthArstFlopShare,92.1,%
floorplanning,io_pins,14,
yosys,yosysMostFrequentCell,"dfrtp_1",
yosys,ys_seq_elements,63,
critical_path,cp_num_cells,6,
power_and_ir_drop,p_clk_share,44.3,%
timing,grt_setup_unrepaired,"false",
routing,final_antenna_net_count,0,
worst_hold_path,hold_path_class,"register to register",
power_and_ir_drop,p_sw_share,21.4,%
timing,unclocked_pins,5,
power_and_ir_drop,peakVddDrop,0.000122,V
critical_path,startpoint_type,"primary input",
timing,untimed_endpoints,10,
clock_tree,clock_latency,330,ps
floorplanning,fp.dieH,105,um
yosys,netlist.area_leader.share,44.5,%
yosys,synthTopCellsByCount,"dfrtp_1 (57), nor2_1 (25), a21oi_1 (20), inv_1 (20), nand2_1 (20)",
yosys,yosys_cells,321,
critical_path,critPathMaxFanout,22,
grt,grt_pass1_vias,2260,
finish,layout-drive-gt1-share,7.94,%
critical_path,worstSetupPathType,"primary input to register",
timing,setup_viol,0,
routing,via_per_inst,4.98,
routing,routedWlPerCell,12.5,um
routing,drt_iter0_drc,111,
grt,antenna_found_initial,0,
floorplanning,initial_core_util,31.0,%
power_and_ir_drop,p_seq_share,52.9,%
yosys,area_leaders,"dfrtp_1 (45%), ha_1 (7.4%), a21oi_1 (3.1%)",
finish,regArea,1530,um^2
clock_tree,cts.clk_slew.worst_paths,60,ps
critical_path,crit_slowest_cell,"or4_4",
placement,numPortBuffers,13,
critical_path,path_delay_family,"simple AND/OR/NAND/NOR gates",
yosys,ys_warn_count,4,
clock_tree,postCtsResizedCells,0,
yosys,enable_flop_cells,0,
finish,syn_to_final_growth,14.2,%
timing,fin_crit,3060,ps
==> power by group through the flow <==
stage         logic (uW)  clock network (uW)  registers [uW]
finish              22.9                 372             444
global route        27.4                 411             444
CTS                 24.3                 391             444
==> cells in the final DEF (no fill, tap or decap), types with 11 or more instances in the layout <==
cell type and n:
a21oi_1 20, clkbuf_8 13, clkdlybuf4s50_1 13, dfrtp_1 57, ha_1 19, inv_1 19
nand2_1 20, nor2_1 25, o21ai_0 11
==> cells by family (layout without fill, tap and decap cells) <==
| kind of cell | after synthesis | count (layout) | share of synthesized area, % |
|---|---|---|---|
| other | 1 | 1 | 0.117 |
| XOR/XNOR | 13 | 13 | 3.55 |
| buffers and inverters | 32 | 51 | 4.14 |
| AND/OR/NAND/NOR | 111 | 111 | 19.6 |
| adder cells (fa/ha/maj) | 19 | 19 | 7.42 |
| AND-OR/OR-AND | 75 | 75 | 15.3 |
| multiplexers | 7 | 7 | 2.23 |
| flip-flops | 58 | 58 | 45.3 |
| latches | 5 | 5 | 2.34 |
==> metrics by stage <==
stage	total power (uW)	hold WS (ps)	cell area [um^2]	util (%)	worst slack, ps
finish	838	453	3660	35.4	2340
global route	882	492	3660	35.4	2250
CTS	859	452	3660	35.4	2370
detailed placement	476	442	3470	33.6	2010
global placement	476	431	3470	33.6	2050
floorplan	467	425	3200	-	2180
==> routing by layer <==
metal	GRT usage [%]	routed length, um	part of all wire, %	up-vias
li1	-	-	-	1198
met5	0	0	0	-
met3	3.22	250	4.2	4
met1	18.8	3000	51	1129
met4	1.31	55	0.93	0
met2	18.3	2630	44	41
==> worst paths after layout <==
check | from | to | slack (ps)
min in group asynchronous | rst | i_StopWatchCounter.d2_reg[3] | 1340
max in group asynchronous | rst | i_DebounceFSM.state[0] | 3200
worst max-delay path | rst | i_StopWatchCounter.count_reg[18] | 2340
worst max register to register | i_StopWatchCounter.count_reg[0] | i_StopWatchCounter.d1_reg[2] | 3020
worst min register to register | i_DebounceFSM.state[2] | i_DebounceFSM.state[1] | 450
worst min-delay path | i_DebounceFSM.state[2] | i_DebounceFSM.state[1] | 450
==> layout make-up <==
class                           count  share of cell area, %
Sequential cell                    63                   41.8
Timing Repair Buffer               16                   4.17
Clock buffer                       13                   4.89
Tap cell                          136                   4.65
Multi-Input combinational cell    226                   42.2
Clock inverter                      2                  0.274
Inverter                           20                   2.05
Power figures rest on the tool's default switching activity, not on a simulated workload.
